**flow/design.v**
```verilog
`timescale 1ns / 1ps
module RegisterFile(
input wire[3:0] RS,
input wire [3:0] RT,
input wire [3:0] RD,
input wire [23:0] WriteData,
output wire [23:0] ReadRS,
output wire [23:0] ReadRT,
input wire RegWrite,
input wire Clock);
reg[23:0] Registers[15:0];
integer i;
initial
begin
    for(i = 0; i < 16; i = i + 1)begin
       Registers[i] = 24'd0; 
       end
end
always @ (posedge Clock)
begin
if(RegWrite) Registers[RD] <= WriteData;
end
assign ReadRS = Registers[RS];
assign ReadRT = Registers[RT];
endmodule
```
**flow/run.sh**
```bash
#!/bin/bash
# OpenROAD 26Q1-2900-gdf79404cd8, Yosys 0.63+post, stock flow scripts
make -C /OpenROAD-flow-scripts/flow DESIGN_CONFIG=/design/flow/config.mk WORK_HOME=/design/flow/orfs finish
```
**flow/config.mk**
```make
export PLATFORM = sky130hd
export DESIGN_NAME = RegisterFile
export DESIGN_NICKNAME = RegisterFile
export VERILOG_FILES = /design/flow/design.v
export SDC_FILE = /design/flow/constraint.sdc
export NUM_CORES = 4
export LEC_CHECK = 1
export CORE_UTILIZATION = 40
```
**flow/constraint.sdc**
```tcl
current_design RegisterFile

set clk_period 4.8
set clk_io_pct 0.2

create_clock -name clk0 -period $clk_period [get_ports {Clock}]

set non_clock_inputs [all_inputs -no_clocks]
set_input_delay [expr $clk_period * $clk_io_pct] -clock clk0 $non_clock_inputs
set_output_delay [expr $clk_period * $clk_io_pct] -clock clk0 [all_outputs]
```
==> qor.rpt <==
========================================================================================================
Tally of filler cells in the layout                                                                 3389
Seq pwr share                                                                                      51.1%
Flip-flop count of the largest register, all copies and words added                                  384
Ys async rst share                                                                                    0%
Wire length of the first global-routing pass                                                     64.4 mm
Library cell with the highest instance count after synthesis                                    edfxtp_1
DRC viols                                                                                              0
Element type at the critical path end                                                         output pin
Clk sinks                                                                                            384
Vias per Instance                                                                                   6.09
Top flip-flop cell by instance count after synthesis                                            edfxtp_1
Maximum net fanout on the critical path                                                               32
Run status                                                                                     completed
Max capacitance violation total                                                                        0
Reg with most FFs                                                                              Registers
Final clock period utilization by the worst path                                                   84.0%
Clock group share of total power                                                                   39.8%
Core Box Area                                                                                42200 sq um
Power density over the cells                                                                 365 nW/um^2
Critical path required time                                                                      3840 ps
Slew Limit Headroom                                                                                42.4%
Final Cell Area                                                                              20300 sq um
Post-synth top cells                                                                        384 x edfxtp_1, 192 x mux4_2, 96 x a22oi_1
Metal3 WL                                                                                        6.89 mm
FP Util                                                                                            40.9%
GRT overflow                                                                                           0
Vias in the first global route                                                                     10282
Pin slew with the least headroom to its limit                                                     860 ps
Routed len/inst                                                                                  29.1 um
Die span in y                                                                                     210 um
Post-synthesis instance area                                                                 17300 sq um
P_int                                                                                            5.80 mW
Maximum number of buffers from clock root to sink                                                      3
Number of antenna violations at the first check in global routing                                      1
Boundary Pins                                                                                         86
Sequential element share of the synthesized area                                                   66.8%
Tally of yosys warning messages                                                                        1
Max Clk Rate                                                                                     248 MHz
Detailed-route wire length                                                                       43.5 mm
Area figure in the yosys stat output                                                         17300 sq um
Largest registers                                                                           Registers: 384 flops
Top post-synthesis cells by area                                                            edfxtp_1 67%, mux4_2 25%, a22oi_1 4.2%
Gate count of the mapped netlist                                                                     817
Area after DPL                                                                               19100 sq um
Placement Rows                                                                                        75
Number of distinct library cell variants in the gate-level netlist after synthesis                    15
Total chip power                                                                                 7.41 mW
Post-CTS clock slew at the launch and capture registers of the worst setup and hold paths          60 ps
Final instance count without filler cells                                                           1495
Type of the worst min-delay path                                                            primary input to flip-flop
Routed metal-1 wire length                                                                       14.5 mm
Final Hold Fails                                                                                       0
Master of the slowest instance on the critical path                                               mux4_2
Final weighted congestion of routability-driven global placement                                   0.816
Antenna Cells                                                                                          0
Switching pwr                                                                                    1.61 mW
Arrival time at the worst endpoint                                                               3070 ps
Count of port buffers added during placement                                                          85
Violation count after the first detailed-route iteration                                             548
Post-route setup TNS                                                                                0 ps
H-tree depth reported by CTS                                                                           2
Delay contributed by the slowest stage of the critical path                                       590 ps
Die Width                                                                                         210 um
Pin count of the biggest net entering global routing                                                  34
Minimum clock period                                                                             4030 ps
Minimum hold slack                                                                               1340 ps
GRT Overall Usage                                                                                  22.5%
Part of the total power dissipated in combinational logic                                           9.1%
Cts-stage hold buffer count                                                                            0
RSZ-0062 raised after global routing                                                               false
Share of the synthesized area in the top cell type                                                 66.8%
Die Area                                                                                     44000 sq um
Highest routing layer actually used                                                                 met5
Mapped Avg Cell Area                                                                          21.1 sq um
Post-detail-place hpwl                                                                           26.5 mm
Minimum setup slack in the final design                                                           768 ps
Worst setup path class                                                                      primary input to output pin
Max-slew violation total from the final report                                                         0
DR pass1 iterations                                                                                    5
Share of post-route cells with drive strength above 1                                              32.8%
Count of instantiated cells in the yosys netlist                                                     817
Total met2 wirelength after detailed routing                                                     21.3 mm
Net switching share of the total power                                                             21.7%
Static leakage                                                                                   6.36 nW
Post-synthesis cell type with the largest combined area                                         edfxtp_1
Clk Tree Root Cell                                                                             clkbuf_16
Flops & latches, synth                                                                               384
Worst path bufs/invs                                                                                   3
Critical path launch point type                                                             primary input
Post-synth EDFFs                                                                                     384
Count of buffers added by post-CTS timing repair for setup                                             0
Worst-path cell chain                                                                       buf_6 -> buf_12 -> mux4_2 -> a22oi_1 -> nand2_1 -> clkdlybuf4s50_1
Area growth from synthesis to layout                                                               17.7%
Post-route ant nets                                                                                    0
Total CTS buffers                                                                                     42
Via count                                                                                           9101
CTS resizes                                                                                            0
Dominant delay contributor by cell family on the critical path                              buffers and inverters
Tool warnings                                                                                         25
VDD IR-drop max                                                                                 0.213 mV
Worst setup slack before clock tree synthesis                                                     702 ps
Clock tree from TritonCTS                                                                            yes
Placed cell count                                                                                   1420
Final Util                                                                                         48.1%
Final number of setup-violating endpoints                                                              0
========================================================================================================
[cell type report]
type                            count  area, sq um  area share, %
Timing Repair Buffer              130         1340           6.58
Clock inverter                     19          114          0.560
Clock buffer                       56         1120           5.54
Tap cell                          539          674           3.32
Multi-Input combinational cell    367         5540           27.2
Sequential cell                   384        11500           56.8
[power by group through the flow]
stage,clock (mW),sequential [mW],combinational (mW)
5_1_grt,3.12,3.79,0.727
4_1_cts,2.99,3.79,0.687
6_report,2.95,3.79,0.675
[cell families after synthesis]
group           synth area share, %
simple gates                   1.94
buf+inv                        2.02
mux                            25.1
compound gates                 4.18
flops                          66.8
[placed cells by master, fill, tap and decap left out, types with 2 or more instances in the layout]
cell,count
a22oi_1,96
buf_6,2
clkinv_1,12
nand2_1,49
clkdlybuf4s50_1,81
buf_12,12
and2_1,2
nor2b_4,4
buf_4,35
nand3b_1,2
edfxtp_1,384
clkbuf_1,13
clkinvlp_4,2
clkinv_2,3
nand2b_1,2
nor2_4,14
nor3_2,4
mux4_2,192
clkbuf_16,43
[final timing paths]
check         start         endpoint  slack, ps  cells past startpoint
min    WriteData[9]  Registers[9][9]       1340                      1
max           RT[0]       ReadRT[15]        770                      6
[routing by layer]
layer / up-vias / GRT usage, %
li1: 3817 / -
met1: 4642 / 29.1
met2: 573 / 33.5
met3: 67 / 15.7
met4: 2 / 3.90
met5: - / 0.222
Power is estimated from default activity; no workload was simulated.
