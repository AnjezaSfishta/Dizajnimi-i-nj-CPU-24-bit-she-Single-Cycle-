[/design/flow/run.sh]
#!/bin/bash
# OpenROAD 26Q1-2900-gdf79404cd8, Yosys 0.63+post, stock flow scripts
make -C /OpenROAD-flow-scripts/flow DESIGN_CONFIG=/design/flow/config.mk WORK_HOME=/design/flow/orfs finish
[/design/flow/config.mk]
export PLATFORM = sky130hd
export DESIGN_NAME = ALU_24biteshe
export DESIGN_NICKNAME = ALU_24biteshe
export VERILOG_FILES = /design/flow/design.v
export SDC_FILE = /design/flow/constraint.sdc
export NUM_CORES = 4
export LEC_CHECK = 1
export CORE_AREA = 10 10 91 91
export DIE_AREA = 0 0 101 101
[/design/flow/constraint.sdc]
current_design ALU_24biteshe

set clk_period 2.8
set clk_io_pct 0.2

create_clock -name clk0 -period $clk_period

set non_clock_inputs [all_inputs -no_clocks]
set_input_delay [expr $clk_period * $clk_io_pct] -clock clk0 $non_clock_inputs
set_output_delay [expr $clk_period * $clk_io_pct] -clock clk0 [all_outputs]
[/design/flow/design.v]
`timescale 1ns / 1ps
module ALU_1bit(
    input A,
    input B,
    input Less,
    input CIN,
    input Binvert,
    input [1:0] Operation,
    output Result,
    output COUT
    );
    wire  JoB,mB,Dhe,Ose,Mbledhesi,XOR,Sll,Slt,mul;
    assign JoB=~B;
    Mux_2ne1 muxB (B,JoB,Binvert,mB);
    assign Dhe= mA & mB;
    assign Ose= mA | mB;
    Ripple_Carry_Adder  Adder(mA,mB,CIN,Mbledhesi,COUT);
    assign XOR= A^mB;
    assign Sll=A;
    assign Slt=A<mB ? 1:0;
    assign mul= A*mB;
    Mux_8ne1 muxALU1( Dhe,Ose,Mbledhesi,XOR,Sll,Slt,mul,Less,Operation,Result);
endmodule
`timescale 1ns / 1ps
module ALU_24biteshe(
 input [23:0] A,
    input [23:0] B,
    input  BNegate,
    input [1:0] ALUOP,
    output Zero,
    output Overflow,
    output CarryOut,
    output [23:0] Result
    ); 
    wire [22:0] COUT;
    ALU_1bit Alu0(A[0],B[0],Result[23],BNegate,BNegate,ALUOP,Result[0],COUT[0]);
    ALU_1bit Alu1(A[1],B[1],0,COUT[0],BNegate,ALUOP,Result[1],COUT[1]);
    ALU_1bit Alu2(A[2],B[2],0,COUT[1],BNegate,ALUOP,Result[2],COUT[2]);
    ALU_1bit Alu3(A[3],B[3],0,COUT[2],BNegate,ALUOP,Result[3],COUT[3]);
    ALU_1bit Alu4(A[4],B[4],0,COUT[3],BNegate,ALUOP,Result[4],COUT[4]);
    ALU_1bit Alu5(A[5],B[5],0,COUT[4],BNegate,ALUOP,Result[5],COUT[5]);
    ALU_1bit Alu6(A[6],B[6],0,COUT[5],BNegate,ALUOP,Result[6],COUT[6]);
    ALU_1bit Alu7(A[7],B[7],0,COUT[6],BNegate,ALUOP,Result[7],COUT[7]);
    ALU_1bit Alu8(A[8],B[8],0,COUT[7],BNegate,ALUOP,Result[8],COUT[8]);
    ALU_1bit Alu9(A[9],B[9],0,COUT[8],BNegate,ALUOP,Result[9],COUT[9]);
    ALU_1bit Alu10(A[10],B[10],0,COUT[9],BNegate,ALUOP,Result[10],COUT[10]);
    ALU_1bit Alu11(A[11],B[11],0,COUT[10],BNegate,ALUOP,Result[11],COUT[11]);
    ALU_1bit Alu12(A[12],B[12],0,COUT[11],BNegate,ALUOP,Result[12],COUT[12]);
    ALU_1bit Alu13(A[13],B[13],0,COUT[12],BNegate,ALUOP,Result[13],COUT[13]);
    ALU_1bit Alu14(A[14],B[14],0,COUT[13],BNegate,ALUOP,Result[14],COUT[14]);
    ALU_1bit Alu15(A[15],B[15],0,COUT[14],BNegate,ALUOP,Result[15],COUT[15]);
    ALU_1bit Alu16(A[16],B[16],0,COUT[15],BNegate,ALUOP,Result[16],COUT[16]);
    ALU_1bit Alu17(A[17],B[17],0,COUT[16],BNegate,ALUOP,Result[17],COUT[17]);
    ALU_1bit Alu18(A[18],B[18],0,COUT[17],BNegate,ALUOP,Result[18],COUT[18]);
    ALU_1bit Alu19(A[19],B[19],0,COUT[18],BNegate,ALUOP,Result[19],COUT[19]);
    ALU_1bit Alu20(A[20],B[20],0,COUT[19],BNegate,ALUOP,Result[20],COUT[20]);
    ALU_1bit Alu21(A[21],B[21],0,COUT[20],BNegate,ALUOP,Result[21],COUT[21]);
    ALU_1bit Alu22(A[22],B[22],0,COUT[21],BNegate,ALUOP,Result[22],COUT[22]);
    ALU_1bit Alu23(A[23],B[23],0,COUT[22],BNegate,ALUOP,Result[23],CarryOut);
    assign Zero=~(Result[0] | Result[1] |Result[2] |Result[3] |Result[4] |Result[5] |Result[6] |Result[7] |Result[8] |
    Result[9] |Result[10] |Result[11] |Result[12] |Result[13] |Result[14] |Result[15] |Result[16] |Result[17] |Result[18] |Result[19]|
    Result[20] |Result[21] |Result[22] |Result[23] );
    assign Overflow=COUT[22] ^ CarryOut ;
    endmodule
`timescale 1ns / 1ps
module Mbledhesi_1bitesh(
 input A,
    input B,
    input CIN,
    input SUM,
    output COUT
    );
    assign SUM=CIN^A^B;
    assign COUT= CIN & A | CIN & B |A & B ;
endmodule
`timescale 1ns / 1ps
module Mux_2ne1(
    input Hyrja0,
    input Hyrja1,
    input S,
    output Dalja
    );
    assign Dalja= S ? Hyrja1 : Hyrja0;
endmodule
`timescale 1ns / 1ps
module Mux_8ne1(
    input Hyrja0,
    input Hyrja1,
    input Hyrja2,
    input Hyrja3,
    input Hyrja4,
    input Hyrja5,
    input Hyrja6,
    input Hyrja7,
    input [2:0] S,
    output Dalja
    );
    assign Dalja = (S==3'b000)?Hyrja0 :
                    (S==3'b001)? Hyrja1:
                    (S==3'b010)?Hyrja2 :
                    (S==3'b011)?Hyrja3 :
                    (S==3'b100)?Hyrja4:
                    (S==3'b101)?Hyrja5:
                    (S==3'b110)?Hyrja6: Hyrja7;
endmodule
`timescale 1ns / 1ps
module Ripple_Carry_Adder(
input [3:0] A,
input [3:0] B,
input CIN ,
output [3:0] S, 
output COUT
);
wire bartja[2:0] ;
Mbledhesi_1bitesh M0(A[0] , B[0], CIN, S[0],bartja[0]);
Mbledhesi_1bitesh M1(A[1] , B[1], bartja[0], S[1],bartja[1]);
Mbledhesi_1bitesh M2(A[2] , B[2], bartja[1], S[2],bartja[2]);
Mbledhesi_1bitesh M3(A[3] , B[3], bartja[2], S[3],COUT);
endmodule
==> results_slide.txt <==
Implementation Results

Power
  • Worst vdd ir: 75.01 uV
  • PD cells: 174.2 nW/um2
  • Leakage: approximately 0.00092 uW

STA
  • Clock period minus worst slack: around 2.7 ns
  • Final hold viol count: 0
  • Setup TNS Final: 0 ns
  • Post-layout period usage: 97.98%
  • # setup viols final: 0
  • RSZ-0062 raised after global routing: true
  • Worst hold slack: approximately 1.8 ns
  • Slew Viols, Final: 0
  • Fmax: 364.5 MHz

Finish
  • Seq Cell Count: 0
  • # fillers: 662
  • Final design utilization: 32.02%
  • Area grow syn2layout: 92.76%
  • Reg area: 0 um2
  • Clock buf count: 0
  • Fin area: 2033 um2
  • Logic area: roughly 910 um2
  • Layout cells sized above 1: 25.12%
  • Most frequent logic cell in the layout: clkdlybuf4s50_1
  • Most frequent cells in the layout: 46 x clkdlybuf4s50_1, 32 x buf_4, 20 x a21boi_1

Hold path
  • WHS Endpoint: Zero
  • Hold Path Depth: 6
  • Min-delay src: BNegate
  • HP Class: primary input to primary output

Synth
  • Ao+oa area frac: 20.40%
  • Top comb family, area: XOR/XNOR gates
  • Syn_area_per_cell: 7.588 um2
  • Unique cell types: 25
  • Mux frac, synth: 2.847%
  • Yosys Instances: 139
  • Post-Synthesis Cells: 139
  • Yosys chip area: 1055 um2
  • Post-synthesis cell area: 1055 um2
  • Yosys warns: slightly below 80
  • XOR/XNOR Area Share: 39.38%
  • Synth Area in Adders: 0%
  • Synth Seq Share: 0%
  • Basic Gates by Area: 14.83%

Worst setup path
  • Largest fanout on the critical path: 2
  • Kind of critical path: primary input to primary output
  • Worst EP arrival: roughly 2.2 ns
  • Worst Setup Start Kind: primary input
  • CP endpoint kind: primary output
  • Data required, critical path: 2.24 ns

Outcome
  • Status: finished, final reports clean

Placed design
  • Placement Cell Area: 1899 um2
  • HPWL Detailed: 3.160 mm
  • GPL Wtd Cong: 0.7555
  • Port-buffer cells: 76

Flow run
  • Max Cap Viol: 0
  • Count of tool warnings: 33

Die
  • Row Count: 29
  • Die Ht: 101 um
  • Fp util: 16.61%
  • Die area: approximately 10,000 um2
  • Placeable Area: about 6300 um2
  • Io pins: just under 80
  • Width of the die: 101 um

Route
  • Total Wirelength: 3.650 mm
  • Violation tally from detailed-route iteration zero: 16
  • Drc violations: 0
  • Via count: 1,131
  • Vias per cell: 3.873
  • Pre-antenna DRT Iters: 4
  • Routed Antenna Nets: 0
  • Routed len/inst: 12.50 um
  • Diodes inserted: 0

Global routing
  • GRT Util Overall: 6.485%
  • Initial antenna violation count: 0
  • Total grt overflow: 0
  • Vias in the first global route: ~1,100
  • First-pass GRT wire length: 5.554 mm
  • Largest net degree at the start of global routing: 13

Clock tree
  • Hold-fix buffers at CTS: 0
==> cells by family (layout without fill, tap and decap cells) <==
group / Yosys count / in the layout
XOR/XNOR: 44 / 44
AND-OR/OR-AND: 29 / 29
buffers and inverters: 34 / 109
other: 1 / 2
AND/OR/NAND/NOR: 28 / 28
multiplexers: 3 / 3
==> how the worst max path moves through the flow <==
stage / depth (start not counted) / endpoint / slack [ns] / start
CTS: 7 / Zero / 0.003 / B[3]
global route: 7 / Zero / -0.006 / B[8]
finish: 7 / Zero / 0.06 / B[8]
==> report_power, final <==
part	leakage, uW	switching [uW]	total, uW	internal [uW]
sequential	0	0	0	0
clock	0	0	0	0
combinational	0.000922	123	354	231
==> per-stage QoR <==
step	setup WS (ns)	total power [uW]	cells
global route	-0.006316	389.9	292
detailed placement	-0.5919	342.6	287
finish	0.05653	354.1	292
CTS	0.003411	345.9	292
floorplan	0.5090	168.3	140
global placement	-0.5854	341.7	287
==> worst max-delay path: stages <==
cell,delay (ns)
clkdlybuf4s50_1,0.41
xor2_1,0.17
or4_4,0.43
mux2i_4,0.17
a31oi_2,0.11
a211oi_2,0.19
buf_2,0.14
==> Yosys cell counts, drive strengths merged <==
cell type / count / area, um2
a211o: 1 / 10.01
a211oi: 1 / 12.51
a21boi: 20 / 150.1
a221o: 1 / 10.01
a31oi: 2 / 12.51
and2: 8 / 50.05
buf: 30 / 215.2
clkbuf: 4 / 18.77
conb: 1 / 3.750
mux2i: 3 / 30.03
nand2: 2 / 7.510
nand3: 3 / 15.01
nand4: 3 / 18.77
nor2: 7 / 26.28
o21ai: 4 / 20.01
or3: 1 / 7.510
or3b: 1 / 8.760
or4: 3 / 22.52
xnor2: 20 / 182.7
xor2: 24 / 232.7
==> per-layer routing <==
| metal | part of all wire, % | vias to the layer above | global-route usage, % |
|---|---|---|---|
| met2 | 46 | 46 | 11.11 |
| met5 | 0 | - | 0 |
| met4 | 0 | 0 | 0 |
| met1 | 46 | 500 | 8.450 |
| li1 | - | 585 | - |
| met3 | 8.2 | 0 | 1.733 |
==> cell type report <==
class | count | share of cell area, %
multi-input cells | 106 | 44.86
repair buffers | 109 | 50.40
well taps | 77 | 4.738
==> repair_timing <==
item                                    4_1_cts  5_1_grt
endpoints found under the setup margin        1        6
hold endpoints to repair                      0        0
gates resized                                18       27
setup buffers                                 5        0
pin swaps                                    15       13
Power is estimated from default activity; no workload was simulated.
